<file path="design/flow/config.mk">
export PLATFORM = sky130hd
export DESIGN_NAME = buzzer
export DESIGN_NICKNAME = buzzer
export VERILOG_FILES = /design/flow/design.v
export SDC_FILE = /design/flow/constraint.sdc
export NUM_CORES = 4
export LEC_CHECK = 1
export CORE_UTILIZATION = 30
</file>
<file path="design/flow/run.sh">
#!/bin/bash
# OpenROAD 26Q1-2900-gdf79404cd8, Yosys 0.63+post, stock flow scripts
make -C /OpenROAD-flow-scripts/flow DESIGN_CONFIG=/design/flow/config.mk WORK_HOME=/design/flow/orfs finish
</file>
<file path="design/flow/constraint.sdc">
current_design buzzer

set clk_period 2.9
set clk_io_pct 0.2

create_clock -name clk0 -period $clk_period [get_ports {clk}]

set non_clock_inputs [all_inputs -no_clocks]
set_input_delay [expr $clk_period * $clk_io_pct] -clock clk0 $non_clock_inputs
set_output_delay [expr $clk_period * $clk_io_pct] -clock clk0 [all_outputs]
</file>
<file path="design/flow/design.v">
module buzzer(
	clk,
	rst_n,
	acionar,
	buzzer_out
);
input clk; 
input rst_n;
input [1:0]acionar;
output buzzer_out;
reg buzzer_r;
reg flag;
reg [14:0]cnt_2khz;	 
reg [3:0]cnt_10hz;	 
reg [4:0]cnt_4hz;		 
reg [10:0]cnt_1hz;	 
reg clk_2khz;			 
reg clk_10hz;			 
reg clk_4hz;			 
reg clk_1hz;			 
always@(posedge clk,negedge rst_n)
	begin
		if(!rst_n)
			begin
				cnt_2khz<=15'd0;
				clk_2khz<=1'd0;
			end
		else if(cnt_2khz==15'd12_499)  
			begin
				cnt_2khz<=15'd0;
				clk_2khz<=~clk_2khz;  
			end
		else   
			cnt_2khz<=cnt_2khz +1;  
	end
always@(posedge clk_2khz,negedge rst_n)
	begin
		if(!rst_n)
			begin
				cnt_10hz<=4'd0;
				clk_10hz<=1'd0;
			end
		else if(cnt_10hz==4'd9)  
			begin
				cnt_10hz<=4'd0;
				clk_10hz<=~clk_10hz;  
			end
		else   
			cnt_10hz<=cnt_10hz +1;  
	end
always@(posedge clk_2khz,negedge rst_n)
	begin
		if(!rst_n)
			begin
				cnt_4hz<=5'd0;
				clk_4hz<=1'd0;
			end
		else if(cnt_4hz==5'd24)  
			begin
				cnt_4hz<=5'd0;
				clk_4hz<=~clk_4hz;  
			end
		else   
			cnt_4hz<=cnt_4hz +1;		
	end
always@(posedge clk_2khz,negedge rst_n)
	begin
		if(!rst_n)
			begin
				cnt_1hz<=11'd0;
				clk_1hz<=1'd0;
			end
		else if(cnt_1hz==11'd999)  
			begin
				cnt_1hz<=11'd0;
				clk_1hz<=~clk_1hz;  
			end
		else   
			cnt_1hz<=cnt_1hz +1;
	end
always@(posedge clk, negedge rst_n)
	begin
		if(!rst_n)
			begin
				buzzer_r<=1'd0;
			end
		else
			case(acionar)
				2'b01:  
					begin
						if (clk_1hz==1)  
							begin
								if(clk_10hz==1)  
									begin
										buzzer_r<=clk_2khz; 
									end
								else
									begin
										buzzer_r<=1'b0;
									end	
							end
						else
							begin
								buzzer_r<=1'b0;
							end
					end
				2'b10:  
					begin
						if (clk_4hz==1)  
							begin
								if(clk_10hz==1)  
									begin
										buzzer_r<=clk_2khz;  
									end
								else
									begin
										buzzer_r<=1'b0;
									end	
							end
						else
							begin
								buzzer_r<=1'b0;
							end
					end
				default: 
						begin
							buzzer_r<=1'b0;
						end
			endcase
	end
assign buzzer_out = buzzer_r;
endmodule
</file>
==> impl_metrics.py <==
# Auto-generated metrics
metrics = {
    "clock_tree": {
        "clkLatencyLatePin_ns": 0.25,
        "ctsHoldBuffers": 0,
        "cts_resized": 0,
        "htreeDepth": 1,
        "cts_buffers": 3,
        "post_cts_buffers": 0,
        "cts_root_buffer": "clkbuf_8",
        "cts_tree": "yes",
        "cts.path.max_buffers": 2,
        "path_clk_slew_ns": 0.07,
    },
    "grt": {
        "antenna_found_initial": 0,
        "track_usage": 0.0981,
        "grt_max_degree": 29,
        "grt.overflow.total": 0,
        "grt_pass1_wl_mm": 4.93,
        "first_global_vias": 1137,
    },
    "place": {
        "io_buffers": 4,
        "place_area_sq_um": 1980,
        "dp_hpwl_mm": 1.92,
        "gp_congestion": 0.834,
    },
    "floorplanning": {
        "initCoreUtil": 0.311,
        "die_w_microns": 80.3,
        "ioPinCount": 5,
        "rows": 28,
        "die_area_sq_um": 6450,
        "die_h_microns": 80.3,
        "core-area_sq_um": 5920,
    },
    "sta": {
        "unconstrained_endpoints": 23,
        "tns_ns": 0,
        "min_period_ns": 1.63,
        "report.final.setup_viol": 0,
        "rsz0062_at_grt": "false",
        "final_hold_viol_count": 0,
        "fin_crit_sh": 0.562,
        "fin_skew_ns": 0.00404,
        "worst_pin_slew_ns": 0.698,
        "holdWs_ns": 0.326,
        "unclocked_regs": 23,
        "slew_headroom": 0.535,
        "finalMaxSlewViolations": 0,
        "max_freq_ghz": 0.613,
    },
    "synthesis": {
        "yosysWarnings": 1,
        "ys.flops": 40,
        "yosys.area.top_type": "dfrtp_1",
        "ff_type": "dfrtp_1",
        "synth_top_area_share": 0.544,
        "syn_inst": 168,
        "top_cells_by_area": "dfrtp_1 54%, xor2_1 6.7%, xnor2_1 5.7%",
        "synthesis.area_sq_um": 1840,
        "ys_types": 29,
        "most_common_cell": "dfrtp_1",
        "avgSynthCellArea_sq_um": 10.9,
        "top_cells_by_count": "40 x dfrtp_1, 20 x nor2_1, 15 x nand3_1",
        "ys_async_sr_fraction": 1.00,
        "ys_seq_share": 0.544,
        "yosys_area_sq_um": 1840,
        "ys_cells": 168,
        "synth-edff-count": 0,
    },
    "detailed_routing": {
        "antenna_cells": 0,
        "final_antenna_net_count": 0,
        "drc": 0,
        "viasPerCell": 4.53,
        "drt-initial-drc-count": 68,
        "detail_route.wl_per_cell_microns": 10.6,
        "wirelength_mm": 2.67,
        "first_pass_iters": 4,
        "vias": 1141,
    },
    "run": {
        "max-cap-violations": 0,
        "openroad.warnings": 26,
    },
    "pwr": {
        "p_leak_uw": 0.000933,
        "p_per_area_nw_per_um2": 216,
        "vdd_ir_drop_max_mv": 0.155,
    },
    "critical_path": {
        "r2r_slack_ns": 1.27,
        "crit_slowest_cell": "dfrtp_1",
        "path_cells": "ha_1, and3_1, nand3_2, nor3_4, xor2_1",
        "critPathMaxFanout": 9,
        "worst_setup_path_start_kind": "register",
        "timing.critical_path.to": "clk_2khz",
        "endpoint_kind": "register",
        "crit_start": "cnt_2khz[0]",
        "ff2ff_path_depth": 5,
        "critPathKind": "reg2reg",
        "crit_required_ns": 3.01,
        "timing.rr.start": "cnt_2khz[0]",
        "cpPeakStageDelay_ns": 0.43,
        "cp.arrival_ns": 1.74,
        "timing.rr.end": "clk_2khz",
    },
    "cells_and_area": {
        "syn_to_final_growth_pct": 10.1,
        "fillers": 581,
        "final_area_sq_um": 2020,
        "layout-drive-gt1-share": 0.0621,
    },
    "min_path": {
        "hold_path.class": "in2async",
    },
    "run_status": {
        "run_status": "completed",
    },
}
==> final cells by class <==
cell class	instances	area [sq um]	share of cell area
clock buffer	3	41.3	0.0204
clock inverter	1	7.51	0.00371
inverter	9	33.8	0.0167
multi-input combinational	119	805	0.397
sequential	40	1000	0.494
tap	75	93.8	0.0464
timing repair buffer	5	42.5	0.0210
==> layer usage <==
metal  up-vias  share of wire  track usage
met5         -              0            0
met4         0         0.0015      0.00179
met3         2          0.040       0.0265
met2        17           0.41        0.149
met1       537           0.55        0.153
li1        585              -            -
==> through the flow <==
stage,utilization,worst slack [ns],cells,power (uW)
6_report,0.342,1.27,252,437
5_1_grt,0.342,1.13,252,461
4_1_cts,0.342,1.25,252,448
3_5_place_dp,0.334,1.26,248,259
2_1_floorplan,-,1.47,168,243
3_3_place_gp,0.334,1.28,248,259
==> state kept, by name (all words and copies together), names as in the netlist <==
name and flops:
cnt_1hz 11, cnt_4hz 5, cnt_10hz 4, cnt_2khz 15, buzzer_r 1, clk_2khz 1, clk_4hz 1, clk_10hz 1
clk_1hz 1
==> how the worst min path moves through the flow <==
stage,startpoint,to,slack (ns),cells after the start
4_1_cts,rst_n,cnt_2khz[7],0.35,1
6_report,rst_n,cnt_2khz[13],0.33,1
5_1_grt,rst_n,cnt_2khz[12],0.38,1
==> cell usage in the layout, fill, tap and decap left out, types with 2 or more instances in the layout <==
cell type	count
mux2i_1	2
nor2_1	20
nand2_1	11
and3_1	6
dfrtp_1	40
xor2_1	14
nor2b_1	4
o21ai_0	4
nor3_1	6
clkdlybuf4s50_1	3
nand4_1	3
xnor2_1	12
nand3_1	15
clkbuf_8	3
a22o_1	3
ha_1	5
inv_1	9
==> kinds of logic after synthesis <==
family          count (synthesis)  share of synthesized area
simple gates                   74                      0.224
flops                          40                      0.544
xor+xnor                       26                      0.124
compound gates                 12                     0.0442
buf+inv                         9                     0.0184
fa+ha+maj                       5                     0.0340
mux                             2                     0.0109
==> where the power goes <==
part / switching, uW / leakage (uW) / internal (uW) / total, uW
Combinational: 11.8 / 0.000402 / 4.89 / 16.7
Clock: 86.8 / 0.0000217 / 96.7 / 184
Sequential: 0 / 0.000509 / 237 / 237
Total: 98.6 / 0.000933 / 338 / 437
==> worst max-delay path: cells and delay by family, from the launching register on <==
| family | cells | cell delay [ns] |
|---|---|---|
| flops | 1 | 0.43 |
| simple gates | 3 | 0.68 |
| xor+xnor | 1 | 0.11 |
| fa+ha+maj | 1 | 0.26 |
No activity file was given, so power comes from the tool's default toggle rates.
