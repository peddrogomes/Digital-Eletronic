==> design/flow/design.v <==
module questao_5 (clk, sentido, out);
input clk, sentido;
output reg[3:0]out;
reg[3:0]count;
parameter s1=1, s2=2, s3=3, s4=4, s5=5, s6=6, s7=7, s8=8;
always@(count) begin
case(count)
	s1:out=4'b1000;
	s2:out=4'b1100;
	s3:out=4'b0100;
	s4:out=4'b0110;
	s5:out=4'b0010;
	s6:out=4'b0011;
	s7:out=4'b0001;
	s8:out=4'b1001;
endcase
end	
always @ (posedge clk) begin
	case(count)
	s1:if(sentido)
			count<=s2;
		else
			count<=s8;
	s2:if(sentido)
			count<=s3;
		else
			count<=s1;
	s3:if(sentido)
			count<=s4;
		else
			count<=s2;
	s4:if(sentido)
			count<=s5;
		else
			count<=s3;
	s5:if(sentido)
			count<=s6;
		else
			count<=s4;
	s6:if(sentido)
			count<=s7;
		else
			count<=s5;
	s7:if(sentido)
			count<=s8;
		else
			count<=s6;
	s8:if(sentido)
			count<=s1;
		else
			count<=s7;	
	endcase	
end
endmodule
==> design/flow/run.sh <==
#!/bin/bash
# OpenROAD 26Q1-2900-gdf79404cd8, Yosys 0.63+post, stock flow scripts
make -C /OpenROAD-flow-scripts/flow DESIGN_CONFIG=/design/flow/config.mk WORK_HOME=/design/flow/orfs finish
==> design/flow/config.mk <==
export PLATFORM = sky130hd
export DESIGN_NAME = questao_5
export DESIGN_NICKNAME = questao_5
export VERILOG_FILES = /design/flow/design.v
export SDC_FILE = /design/flow/constraint.sdc
export NUM_CORES = 4
export LEC_CHECK = 1
export CORE_AREA = 10 10 70 70
export DIE_AREA = 0 0 80 80
==> design/flow/constraint.sdc <==
current_design questao_5

set clk_period 1.5
set clk_io_pct 0.2

create_clock -name clk0 -period $clk_period [get_ports {clk}]

set non_clock_inputs [all_inputs -no_clocks]
set_input_delay [expr $clk_period * $clk_io_pct] -clock clk0 $non_clock_inputs
set_output_delay [expr $clk_period * $clk_io_pct] -clock clk0 [all_outputs]
==> deck_impl_summary.md <==
Flow Results at a Glance

Yosys
  – Synth Area per Inst: between 10 and 15 sq um
  – Top cells by area: dfxtp_1 42%, mux2_2 24%, dlxtn_1 16%
  – Post-Synthesis Cells: 28
  – Flops after synth: 12
  – Commonest flop: dfxtp_1
  – Chip Area, Yosys: approximately 380 sq um
  – Cell Area, Synth: roughly 380 sq um
  – Synth area leader: dfxtp_1
  – Post-synth top cells: 8 x dfxtp_1, 8 x mux2_2, 4 x dlxtn_1
  – Yosys synthesis warning count: 1
  – Number of cells in Yosys stat: 28
  – Cell Type Count: 10
  – Yosys top cell area share: between 40% and 50%
  – Post-synth EDFFs: 0
  – Post-synth ARST share: 0%

Critical path
  – Worst r2r dst: count[1]$_DFF_P_
  – CP bufs+invs: 1
  – R2r setup slk: 0.75 ns
  – Largest stage delay on the critical path: 0.66 ns
  – CP delay by family, top: buffers and inverters
  – RR Startpoint: count[6]$_DFF_P_
  – CP Max Fanout: 8
  – Startpoint Class: input pin
  – CP max stage cell: clkdlybuf4s50_1
  – Critical path required time: roughly 1.6 ns
  – Worst R2R Path Depth: 1
  – CP Cell Sequence: clkdlybuf4s50_1, mux2_2
  – Setup Crit Path Kind: in -> reg
  – Critical Path AT: ~1.3 ns
  – Critical Path Sink Type: flip-flop

Global route
  – Largest net degree at the start of global routing: 9
  – Global-route wire length before repair: slightly below 1000 microns
  – Antenna violations before repair: 0
  – Total GRT Usage: 1.864%
  – GRT overflow: 0
  – Vias in the first global route: ~220

Final timing
  – Unrepaired setup endpoints after global routing: no
  – Final hold violation count: 0
  – Endpoints left unconstrained: 8
  – Register pins left without a clock: 4
  – TNS Setup: 0 ns
  – Max frequency: between 800 and 900 MHz
  – Setup violations, final: 0
  – Relative slew slack: 78.32%
  – Final tally of max-slew violations: 0
  – Hold_ws: ~0.52 ns
  – Tcrit/Tclk final: about four fifths
  – Worst Tran Pin Value: about 0.32 ns
  – Final Skew: around 0.0017 ns
  – Fin crit period: around 1.2 ns

Clocking
  – CTS root buf: clkbuf_4
  – Post-CTS sizing: 0
  – CTS H-tree lvls: 1
  – Clock Pin Slew Worst Setup and Hold Paths: about 0.050 ns
  – Setup bufs post-CTS: 0
  – Latency at later pin: around 0.24 ns
  – # hold bufs at CTS: 0
  – TritonCTS clock tree: done
  – Maximum root-to-sink buffer count: 2
  – CTS Buf Count: 3

Outcome
  – Status: completed

Placement
  – Placed Cells: roughly 78
  – Final RePlAce weighted congestion: between 0.6 and 0.7
  – Port bufs: 5

Final layout
  – Area grow syn2layout: 33.44%
  – Fin cells: slightly above 80
  – Layout cell share with drive strength beyond 1: roughly two fifths
  – Layout fillers: 392

Floorplan
  – Chip height: 80 microns
  – Site Rows: 21
  – Core area: around 3400 sq um
  – Floorplan Utilization: around 11%
  – Die W: about 80 microns
  – Chip area: about 6400 sq um
  – IO Pins: 6

Worst hold path
  – Hold/Removal Path Class: reg -> reg
  – WHS Path Cells: 1
  – Worst Hold Launch: count[2]$_DFF_P_
  – Min-Delay Endpoint: count[4]$_DFF_P_

Route
  – Met1 wire length: 299 microns
  – DRC violations left: 0
  – First-pass DRT Iterations: 2
  – Iter 0 DRT Violations: 8
  – Detail Route Antenna Nets: 0
  – DR WL met2: 230 microns
  – Routed WL: a little under 600 microns
  – # diodes: 0
  – Vias per cell: around 2.8
  – Per-cell routed wire length: ~7.3 microns
  – WL met3: around 45 microns
  – Uppermost layer routed: met4
  – Via count: around 220

Run
  – Maxcap violations: 0
  – OpenROAD warning count: 25

Pwr
  – Pleak: 0.0002170 uW
  – PnR Total Power: between 300 and 400 uW
  – Worst VDD drop: around 0.1 mV
  – Pwr/cell area: approximately 750 nW/um^2
==> final cells by class <==
cell class,instances,area (sq um),share of cell area [%]
Clock buffer,3,22.52,4.466
Timing Repair Buffer,5,50.05,9.926
Tap cell,46,57.56,11.41
Sequential cell,12,220.2,43.67
Multi-Input combinational cell,15,153.9,30.52
==> cell usage in the layout, fill, tap and decap left out <==
cell,instances
mux2_2,8
dfxtp_1,8
clkdlybuf4s50_1,5
dlxtn_1,4
clkbuf_4,3
or3_1,2
or4_4,1
nor2_1,1
o21ai_1,1
or3_2,1
nor4b_4,1
==> worst max-delay path by stage <==
stage / startpoint / to / depth (start not counted)
CTS: sentido / count[3]$_DFF_P_ / 2
finish: sentido / count[3]$_DFF_P_ / 2
global route: sentido / count[3]$_DFF_P_ / 2
==> cell families after synthesis <==
family | count (synthesis) | share of synthesized area (%)
buffers and inverters | 1 | 0.9924
latches | 4 | 15.89
AOI/OAI and AO/OA | 1 | 1.323
DFF | 8 | 42.38
muxes | 8 | 23.84
and+or+nand+nor | 6 | 15.56
==> report_power, final <==
| part | internal [uW] | leakage (uW) | total, uW | switching [uW] |
|---|---|---|---|---|
| Clock | 90.9 | 0.0000138 | 155 | 63.8 |
| Combinational | 5.29 | 0.000108 | 8.86 | 3.57 |
| Sequential | 213 | 0.0000955 | 213 | 0 |
| Total | 309 | 0.000217 | 377 | 67.4 |
==> per-stage QoR <==
stage / utilization, % / cell area, sq um / setup slack, ns
after floorplan: - / 377.9 / 0.4580
after global placement: 14.10 / 481.7 / 0.06104
after detailed placement: 14.10 / 481.7 / 0.03806
after CTS: 14.76 / 504.2 / 0.3010
after global routing: 14.76 / 504.2 / 0.2564
final: 14.76 / 504.2 / 0.2928
==> flip-flops by register name, indices dropped and copies added (netlist names) <==
register and cells:
count 8, out 4
==> metal layers <==
metal  vias to the layer above  GRT usage, %
li1                        113             -
met1                       104         2.370
met2                         5         2.327
met3                         2         1.250
met4                         0        0.8803
met5                         -             0
Power figures rest on the tool's default switching activity, not on a simulated workload.
