==> flow/design.v <==
module I2C_READ(
	clk,
	rst_n,
	scl,sda,data
);
input clk; 
input rst_n; 
output scl; 
inout  sda; 
output [15:0] data; 
reg [15:0]data_r; 
reg scl; 
reg sda_r; 
reg sda_link; 
reg [7:0]scl_cnt; 
reg [2:0]cnt;
reg [25:0]timer_cnt;
reg [3:0]data_cnt;
reg [7:0]address_reg;
reg [8:0]state; 
always@(posedge clk or negedge rst_n)  
    begin  
        if(!rst_n)  
            scl_cnt <= 8'd0;  
        else if(scl_cnt == 8'd199)  
            scl_cnt <= 8'd0;  
        else  
            scl_cnt <= scl_cnt + 1'b1;  
    end  
always@(posedge clk or negedge rst_n)  
    begin  
        if(!rst_n)  
            cnt <= 3'd5;  
        else   
            case(scl_cnt)  
                8'd49: cnt <= 3'd1;
                8'd99: cnt <= 3'd2; 
                8'd149:cnt <= 3'd3; 
                8'd199:cnt <= 3'd0; 
               default: cnt <= 3'd5;  
            endcase  
    end  
always@(posedge clk or negedge rst_n)  
    begin  
        if(!rst_n)  
            scl <= 1'b0;  
        else if((cnt == 3'd0))  
            scl <= 1'b1;  
        else if((cnt == 3'd2))  
            scl <= 1'b0;  
    end  
always@(posedge clk or negedge rst_n)  
    begin  
        if(!rst_n)  
            timer_cnt <= 26'd0;  
        else if(timer_cnt == 26'd49999999)  
            timer_cnt <= 26'd0;  
        else   
            timer_cnt <= timer_cnt + 1'b1;  
    end  
parameter IDLE  = 9'b0_0000_0000,  
             START  = 9'b0_0000_0010,  
             ADDRESS    = 9'b0_0000_0100,  
             ACK1       = 9'b0_0000_1000,  
             READ1  = 9'b0_0001_0000,  
             ACK2       = 9'b0_0010_0000,  
             READ2  = 9'b0_0100_0000,  
             NACK       = 9'b0_1000_0000,  
             STOP       = 9'b1_0000_0000;  
always@(posedge clk or negedge rst_n)  
    begin  
        if(!rst_n)  
            begin  
                data_r  <= 16'd0;  
                sda_r       <= 1'b1;  
                sda_link    <= 1'b1;  
                state       <= IDLE;  
                address_reg <= 8'd0;  
                data_cnt    <= 4'd0;  
            end  
        else   
            case(state)  
                IDLE:  
                    begin  
                        sda_r   <= 1'b1;  
                        sda_link <= 1'b1;  
                        if(timer_cnt == 26'd49999999)  
                            state <= START;  
                        else  
                            state <= IDLE;  
                    end  
                START: 
                    begin  
                        if((cnt == 3'd1))  
                            begin  
                                sda_r       <= 1'b0;  
                                sda_link    <= 1'b1;  
                                address_reg <= 8'b1001_0001;  
                                state           <= ADDRESS;  
                                data_cnt        <= 4'd0;  
                            end  
                        else  
                            state <= START;  
                    end  
                ADDRESS:  
                    begin  
                        if((cnt == 3'd3))  
                            begin  
                                if(data_cnt == 4'd8)  
                                    begin  
                                        state   <= ACK1;  
                                        data_cnt <=  4'd0;  
                                        sda_r       <= 1'b1;  
                                        sda_link    <= 1'b0;  
                                    end  
                                else
                                    begin  
                                        state   <= ADDRESS;  
                                        data_cnt <= data_cnt + 1'b1;  
                                        case(data_cnt)  
                                            4'd0: sda_r <= address_reg[7];
                                            4'd1: sda_r <= address_reg[6];
                                            4'd2: sda_r <= address_reg[5];
                                            4'd3: sda_r <= address_reg[4];
                                            4'd4: sda_r <= address_reg[3];
                                            4'd5: sda_r <= address_reg[2];
                                            4'd6: sda_r <= address_reg[1];
                                            4'd7: sda_r <= address_reg[0];
                                            default: ;  
                                        endcase  
                                    end  
                            end  
                        else  
                            state <= ADDRESS;  
                    end  
                ACK1:
                    begin  
                        if(!sda && ((cnt == 3'd1)))  
                            state <= READ1;  
                        else if((cnt == 3'd2))  
                            state <= READ1;  
                        else  
                            state <= ACK1;  
                    end  
                READ1:  
                    begin  
                        if(((cnt == 3'd3)) && (data_cnt == 4'd8))
                            begin  
                                state   <= ACK2;  
                                data_cnt <= 4'd0;  
                                sda_r       <= 1'b1;  
                                sda_link    <= 1'b1;  
                            end  
                        else if((cnt == 3'd1))
                            begin  
                                data_cnt <= data_cnt + 1'b1;  
                                case(data_cnt)  
                                    4'd0: data_r[15] <= sda;  
                                    4'd1: data_r[14] <= sda;  
                                    4'd2: data_r[13] <= sda;  
                                    4'd3: data_r[12] <= sda;  
                                    4'd4: data_r[11] <= sda;  
                                    4'd5: data_r[10] <= sda;  
                                    4'd6: data_r[9]  <= sda;  
                                    4'd7: data_r[8]  <= sda;  
                                    default: ;  
                                endcase  
                            end  
                        else  
                            state <= READ1;  
                    end  
                ACK2:
                    begin     
                        if((cnt == 3'd3))  
                            sda_r <= 1'b0;  
                        else if((cnt == 3'd2))  
                            begin  
                                sda_r   <= 1'b1;  
                                sda_link    <= 1'b0;  
                                state       <= READ2;  
                            end  
                        else  
                            state <= ACK2;  
                    end  
                READ2:
                    begin  
                        if(((cnt == 3'd3)) && (data_cnt == 4'd8))  
                            begin  
                                state   <= NACK;  
                                data_cnt <= 4'd0;  
                                sda_r       <= 1'b1;  
                                sda_link    <= 1'b1;  
                            end  
                        else if((cnt == 3'd1))  
                            begin  
                                data_cnt <= data_cnt + 1'b1;  
                                case(data_cnt)  
                                    4'd0: data_r[7] <= sda;  
                                    4'd1: data_r[6] <= sda;  
                                    4'd2: data_r[5] <= sda;  
                                    4'd3: data_r[4] <= sda;  
                                    4'd4: data_r[3] <= sda;  
                                    4'd5: data_r[2] <= sda;  
                                    4'd6: data_r[1]  <= sda;  
                                    4'd7: data_r[0]  <= sda;  
                                    default: ;  
                                endcase  
                            end  
                        else  
                            state <= READ2;  
                    end  
                NACK: 
                    begin  
                        if((cnt == 3'd3))  
                            begin  
                                state <= STOP;  
                                sda_r   <= 1'b0;  
                            end  
                        else  
                            state <= NACK;  
                    end  
                STOP:  
                    begin  
                        if((cnt == 3'd1))  
                            begin  
                                state <= IDLE;  
                                sda_r <= 1'b1;  
                            end  
                        else  
                            state <= STOP;  
                    end  
                default: state <= IDLE;  
            endcase  
    end  
assign sda   = sda_link ? sda_r: 1'bz;  
assign data  = data_r;  
endmodule
==> flow/run.sh <==
#!/bin/bash
# OpenROAD 26Q1-2900-gdf79404cd8, Yosys 0.63+post, stock flow scripts
make -C /OpenROAD-flow-scripts/flow DESIGN_CONFIG=/design/flow/config.mk WORK_HOME=/design/flow/orfs finish
==> flow/config.mk <==
export PLATFORM = sky130hd
export DESIGN_NAME = I2C_READ
export DESIGN_NICKNAME = I2C_READ
export VERILOG_FILES = /design/flow/design.v
export SDC_FILE = /design/flow/constraint.sdc
export NUM_CORES = 4
export LEC_CHECK = 1
export CORE_UTILIZATION = 50
==> flow/constraint.sdc <==
current_design I2C_READ

set clk_period 4.2
set clk_io_pct 0.2

create_clock -name clk0 -period $clk_period [get_ports {clk}]

set non_clock_inputs [all_inputs -no_clocks]
set_input_delay [expr $clk_period * $clk_io_pct] -clock clk0 $non_clock_inputs
set_output_delay [expr $clk_period * $clk_io_pct] -clock clk0 [all_outputs]
==> flow_metrics.tcl <==
# metrics dict for downstream scripts
set metrics [dict create \
    clockRootBuffer "clkbuf_8" \
    dp_hpwl_um 4186 \
    ys_seq_share_pct 52.79 \
    avgSynthCellArea_um2 10.69 \
    stop_stage "clock tree synthesis" \
    outcome "stopped before the end" \
    cts_resized 0 \
    clk_path_buf_depth 2 \
    pre_cts_ws_ns 2.016 \
    die_w_um 83.53 \
    cts_buffers 9 \
    numSynthFlops 70 \
    synthesis.area_mm2 0.003323 \
    yosysChipArea_mm2 0.003323 \
    ys_cells 311 \
    dp.cells 397 \
    yosysWarnings 2 \
    io_buffer_count 18 \
    syn_inst 311 \
    placementRows 29 \
    async_flop_share_pct 100.0 \
    io_pins 20 \
    cts_sinks 70 \
    edf_count 0 \
    post-cts-setup-buffers 0 \
    cts_hold_buf 0 \
    die.size.y_um 83.53 \
    synth_cell_types 53 \
    fp_util_pct 52.04 \
    htreeDepth 3 \
    stop_error "[error] [KeplerFormal.cpp:679] Workflow failed: Iso has multiple drivers: .sda0, sda$_DFFE_PN1P_.Q0" \
    place_congestion 0.8650 \
    flop_cell "dfrtp_1" \
]
[synth_stat cells, types with 3 or more instances]
master | number | area [um2]
and3_1 | 6 | 37.54
a21o_1 | 3 | 22.52
o21ai_0 | 11 | 55.05
inv_1 | 12 | 45.04
nor2_1 | 30 | 112.6
ha_1 | 7 | 87.58
clkbuf_1 | 7 | 26.28
nand3_1 | 21 | 105.1
nand2_1 | 30 | 112.6
nor2b_1 | 3 | 18.77
xor2_1 | 17 | 148.9
buf_2 | 3 | 15.01
nand4_1 | 4 | 25.02
dfrtp_1 | 68 | 1702
a22o_1 | 4 | 35.03
a21oi_1 | 9 | 45.04
nor3_1 | 4 | 20.02
mux2_2 | 16 | 180.2
nand3b_1 | 5 | 37.54
xnor2_1 | 11 | 96.34
[logic make-up after synthesis]
kind of cell | after synthesis | synth area share, %
adder cells (fa/ha/maj) | 7 | 2.635
buffers and inverters | 22 | 2.598
flip-flops | 70 | 52.79
AND/OR/NAND/NOR | 129 | 21.73
AND-OR/OR-AND | 39 | 7.455
XOR/XNOR | 28 | 7.379
multiplexers | 16 | 5.422
[through the flow]
step / total power [W] / hold WS [ns] / area (um2)
after floorplan: 0.0007055 / 0.4044 / 3323
after global placement: 0.0007370 / 0.4105 / 3561
after detailed placement: 0.0007378 / 0.4207 / 3561
Power figures rest on the tool's default switching activity, not on a simulated workload.
